`flow/design.v`:
```
module LBP ( clk, reset, gray_addr, gray_req, gray_data, lbp_addr, lbp_write, lbp_data, finish);
input   	clk;
input   	reset;
output  [5:0] 	gray_addr;
output         	gray_req;
input   [7:0] 	gray_data;
output  [5:0] 	lbp_addr;
output  	lbp_write;
output  [7:0] 	lbp_data;
output  	finish;
reg [7:0] lbp_data;
reg [7:0] x, y, k, m;
reg [5:0] x_addr, y_addr;
reg [5:0] gray_addr, lbp_addr, gray_addr_tmp;
reg gray_req;
reg lbp_valid;
reg finish;
reg [1:0] state;
parameter IDLE = 2'b00, LOAD = 2'b01, WRITE = 2'b11, COMP = 2'b10;
reg [7:0] LBP_bin_1, LBP_bin_2, LBP_bin_3, LBP_bin_4, LBP_bin_5, LBP_bin_6, LBP_bin_7, LBP_bin_8, LBP_bin_9;
reg [7:0] LBP_value;
wire	lbp_write = lbp_valid & clk;
always@(posedge clk or posedge reset)
begin
    if ( reset )
    begin
        state <= IDLE;
        gray_req <= 0;
        finish <= 0;
        x <= 2;
        y <= 2;
        k <= 1;
        lbp_valid <= 0;
    end
    else
    begin
        case (state)
            IDLE :
            begin
                state <=  LOAD;
                gray_req <= 0;
                x <= 2;
                y <= 2;
                k <= 1;
                lbp_valid <= 0;
                finish <= 0;
            end
            LOAD :
            begin
                lbp_valid <= 0;
                gray_req <= 1;
                k <= k + 1;
                if (k == 9)
                begin
                    state <= COMP;
                    gray_req <= 1;
                end
                else
                    state <= LOAD;
            end
            COMP :
            begin
                state <= WRITE;
                gray_req <= 0;
            end
            WRITE :
            begin
                lbp_valid <= 1;
                if ((x==7)&(y==7))
                begin
                    state <= IDLE;
                    finish <= 1;
                    gray_req <= 0;
                end
                else if (x == 7)
                begin
                    y <= y + 1;
                    x <= 2;
                    k<= 1;
                    state<= LOAD;
                    gray_req <= 0;
                end
                else
                begin
                    x <= x + 1;
                    k<= 1;
                    state<= LOAD;
                    gray_req <= 0;
                end
            end
        endcase
    end
end
always@(posedge clk)
    m <= k;
always@(*)
begin
    case (k)
        1 :
        begin
            y_addr = y - 1;
            x_addr = x - 1;
        end
        2 :
        begin
            y_addr = y - 1;
            x_addr = x    ;
        end
        3 :
        begin
            y_addr = y - 1;
            x_addr = x + 1;
        end
        4 :
        begin
            y_addr = y    ;
            x_addr = x - 1;
        end
        5 :
        begin
            y_addr = y    ;
            x_addr = x    ;
        end
        6 :
        begin
            y_addr = y    ;
            x_addr = x + 1;
        end
        7 :
        begin
            y_addr = y + 1;
            x_addr = x - 1;
        end
        8 :
        begin
            y_addr = y + 1;
            x_addr = x    ;
        end
        9 :
        begin
            y_addr = y + 1;
            x_addr = x + 1;
        end
    endcase
    gray_addr_tmp = ((y_addr-1)<<3 ) + (x_addr-1);
end
always@(posedge clk)
begin
    gray_addr = gray_addr_tmp;
end
always@(posedge clk)
begin
    case (m)
        1:
            LBP_bin_1 <= gray_data;
        2:
            LBP_bin_2 <= gray_data;
        3:
            LBP_bin_3 <= gray_data;
        4:
            LBP_bin_4 <= gray_data;
        5:
            LBP_bin_5 <= gray_data;
        6:
            LBP_bin_6 <= gray_data;
        7:
            LBP_bin_7 <= gray_data;
        8:
            LBP_bin_8 <= gray_data;
        9:
            LBP_bin_9 <= gray_data;
    endcase
end
always@(*)
begin
    LBP_value[0] = (LBP_bin_1 >= LBP_bin_5) ? 1 : 0;
    LBP_value[1] = (LBP_bin_2 >= LBP_bin_5) ? 1 : 0;
    LBP_value[2] = (LBP_bin_3 >= LBP_bin_5) ? 1 : 0;
    LBP_value[3] = (LBP_bin_4 >= LBP_bin_5) ? 1 : 0;
    LBP_value[4] = (LBP_bin_6 >= LBP_bin_5) ? 1 : 0;
    LBP_value[5] = (LBP_bin_7 >= LBP_bin_5) ? 1 : 0;
    LBP_value[6] = (LBP_bin_8 >= LBP_bin_5) ? 1 : 0;
    LBP_value[7] = (LBP_bin_9 >= LBP_bin_5) ? 1 : 0;
end
always@(posedge clk)
    lbp_addr <= ((y-1)<<3) + (x-1);
always@(posedge clk)
    lbp_data <= LBP_value;
endmodule
```
`flow/run.sh`:
```
#!/bin/bash
# OpenROAD 26Q1-2900-gdf79404cd8, Yosys 0.63+post, stock flow scripts
make -C /OpenROAD-flow-scripts/flow DESIGN_CONFIG=/design/flow/config.mk WORK_HOME=/design/flow/orfs finish
```
`flow/config.mk`:
```
export PLATFORM = sky130hd
export DESIGN_NAME = LBP
export DESIGN_NICKNAME = LBP
export VERILOG_FILES = /design/flow/design.v
export SDC_FILE = /design/flow/constraint.sdc
export NUM_CORES = 4
export LEC_CHECK = 1
export CORE_UTILIZATION = 30
```
`flow/constraint.sdc`:
```
current_design LBP

set clk_period 4.8
set clk_io_pct 0.2

create_clock -name clk0 -period $clk_period [get_ports {clk}]

set non_clock_inputs [all_inputs -no_clocks]
set_input_delay [expr $clk_period * $clk_io_pct] -clock clk0 $non_clock_inputs
set_output_delay [expr $clk_period * $clk_io_pct] -clock clk0 [all_outputs]
```
==> impl_metrics.ini <==
; generated from flow reports
[outcome]
status = completed

[drt]
viasPerCell = 4.691
drt_wl_total_mm = 11.79
wire_per_inst_um = 13.49
first_pass_iters = 4
dr_total_vias = 4100
ant_nets = 0
drc = 0
drt_iter0_markers = 277
antenna_cells = 0

[worst_setup_path]
reg2reg_from = k[0]$_DFFE_PP1P_
arrival_ns = 3.18
critical_path.max_fanout = 2
crit_slowest_cell = clkdlybuf4s50_1
cp_common_cell = clkbuf_16
r2r_cells = 14
worstSetupStartpointType = clock port
critical_path_class = clock port to output port
r2r-end = gray_addr[5]$_DFF_P_
worstPathCellList = clkbuf_16 -> clkbuf_16 -> and2_1 -> clkdlybuf4s50_1
r2r_slack_ns = 1.40
crit_path_max_incr_delay_ns = 0.41
cp-end-kind = output port
worst_ep_required_time_ns = 3.84

[logic_synthesis]
yosysSeqAreaShare = 0.5413
synthArstFlopShare = 0.2366
mux_share = 0.007926
syn-instance-count = 538
ys_cells = 538
ys_sh_aoi = 0.1094
synth-adder-area-share = 0.1570
edf_count = 72
synth_area_leader_cell = edfxtp_1
ys.flops = 131
synth_cell_types = 65
ff_type = edfxtp_1
topCombFamilyByArea = adder cells
yosysMostFrequentCell = ha_1
syn_avg_cell_area_um2 = 12.03
ys_warn_count = 1
yosysTopAreaCellShare = 0.3340
synth-xor-area-share = 0.03499
ys_area_um2 = 6472
common_cells = ha_1 (78), edfxtp_1 (72), a21oi_1 (32), inv_1 (32), o21ai_0 (31)
synth_area_um2 = 6472
synthTopCellsByArea = edfxtp_1 (33%), ha_1 (15%), dfrtp_1 (10%)
yosys.area_share.simple = 0.1214

[placement]
dpl_cell_area_um2 = 7132
routabilityCongestion = 0.8677
dp.cells = 839
io_buffers = 32
dp_hpwl_mm = 8.200

[final_timing]
final-hold-violation-count = 0
tns_ns = 0
rsz0062_at_grt = no
slew-limit-headroom = 0.5152
setup_viol = 0
tightest_slew_ns = 0.7245
skew_ns = 0.008383
drv_slew = 0
fin_hold_ws_ns = 0.3881

[pwr]
p_int_uw = 2019
p_comb_frac = 0.009
switching_share = 0.2039
power.density_nw_per_um2 = 326.5
p_leak_uw = 0.003209
vdd_drop_max_mv = 0.2211
p_clk_frac = 0.524
power.total_uw = 2536
pwr-share-seq = 0.468
power_switching_uw = 517.0

[global_routing]
grt_pass1_vias = 4180
grt_first_pass_wirelength_mm = 19.87
grt_usage = 0.1169
overflow = 0
grt_max_degree = 32
antenna_found_initial = 0

[floorplanning]
die_w_um = 148.9
io_pins = 33
fp_util = 0.3069
row_count = 53
core-area_um2 = 21090
die_area_um2 = 22170
die_h_um = 148.9

[finish]
flop_area_um2 = 3503
fin_area_um2 = 7766
area_growth_pct = 19.99
final_layout_size_suffix_gt1_frac = 0.1185
nFillCells = 1979
final_cells = 874
logic_area_um2 = 2788

[worst_hold_path]
hp-start = state[1]$_DFF_PP0_
hold_path_depth = 0
hold_end = state[3]$_DFF_PP0_
hp-class = flip-flop to flip-flop

[clocking]
cts_hold_buf = 0
cts_tree = yes
path_clk_slew_ns = 0.06
insertion_delay_ns = 0.52
cts_setup_buffers = 0
post_cts_resized = 0

[job]
cap_violations = 0
warning_count = 32
[kinds of logic (layout without fill, tap and decap cells)]
kind of cell,count (synthesis),in the layout
adders and majority gates,80,80
xor gates and xnor gates,25,25
muxes,5,5
buffers and inverters,46,107
DFF,131,131
AOI/OAI and AO/OA,108,108
and+or+nand+nor,143,143
[metal layers]
metal	routed length, um	share of wire	global-route usage	vias to the layer above
li1	-	-	-	2059
met1	5566	0.47	0.1660	1925
met2	5344	0.45	0.1816	106
met3	747	0.063	0.04181	10
met4	128	0.011	0.01531	0
met5	0	0	0	-
[cell usage in the layout, fill, tap and decap left out, drive strengths merged, types with 22 or more instances in the layout]
cell type      count
nand2             28
a21oi             33
clkdlybuf4s50     32
inv               37
dfrtp             27
ha                78
edfxtp            72
dfxtp             28
nor2              24
clkbuf            22
o21ai             34
[worst max-delay path, delay by kind of cell]
kind	cells	cell delay, ns
AND/OR/NAND/NOR	1	0.13
buffers and inverters	3	0.66
[metrics by stage]
stage / setup slack, ns / util
global placement: 0.9491 / 0.3382
floorplan: 1.344 / -
CTS: 0.6299 / 0.3683
global route: 0.6116 / 0.3683
detailed placement: 0.9491 / 0.3382
finish: 0.6573 / 0.3683
[worst max path at each step]
stage     startpoint        end  slack [ns]
4_1_cts          clk  lbp_write        0.63
5_1_grt          clk  lbp_write        0.61
6_report         clk  lbp_write        0.66
[layout make-up]
type,count,area share
sequential,131,0.4511
multi-input combinational,361,0.3589
clock buffer,23,0.06670
timing repair buffer,38,0.04672
tap,275,0.04430
clock inverter,13,0.01627
inverter,33,0.01595
[power groups by stage]
stage,registers (uW),clock network [uW],logic (uW)
5_1_grt,1180,1410,25.6
4_1_cts,1190,1350,23.3
6_report,1190,1330,22.4
[state kept, by name (all words and copies together), names as in the netlist, 4 cells and up]
signal     flops
gray_addr      6
LBP_bin_2      8
m              8
lbp_data       8
lbp_addr       6
LBP_bin_7      8
LBP_bin_9      8
LBP_bin_5      8
x              8
LBP_bin_6      8
k              8
state          4
LBP_bin_3      8
LBP_bin_8      8
LBP_bin_1      8
LBP_bin_4      8
y              8
No activity file was given, so power comes from the tool's default toggle rates.
